**flow/run.sh**
```bash
#!/bin/bash
# OpenROAD 26Q1-2900-gdf79404cd8, Yosys 0.63+post, stock flow scripts
make -C /OpenROAD-flow-scripts/flow DESIGN_CONFIG=/design/flow/config.mk WORK_HOME=/design/flow/orfs finish
```
**flow/config.mk**
```make
export PLATFORM = sky130hd
export DESIGN_NAME = vodafone
export DESIGN_NICKNAME = vodafone
export VERILOG_FILES = /design/flow/design.v
export SDC_FILE = /design/flow/constraint.sdc
export NUM_CORES = 4
export LEC_CHECK = 1
export CORE_AREA = 10 10 98 98
export DIE_AREA = 0 0 108 108
```
**flow/constraint.sdc**
```tcl
current_design vodafone

set clk_period 1.3
set clk_io_pct 0.2

create_clock -name clk0 -period $clk_period [get_ports {clk}]

set non_clock_inputs [all_inputs -no_clocks]
set_input_delay [expr $clk_period * $clk_io_pct] -clock clk0 $non_clock_inputs
set_output_delay [expr $clk_period * $clk_io_pct] -clock clk0 [all_outputs]
```
**flow/design.v**
```verilog
module vodafone(x, clk, rst, y, users_count);
    parameter A = 2'b000;
    parameter B = 2'b001;
    parameter C = 2'b010;
    parameter D = 2'b011;
    parameter WAIT = 3'b100;
    reg [2:0] cs, ns;
    input x, clk, rst;
    output  y;
    output [9:0] users_count;
    wire increment_users;
    wire [3:0] c1_out;
    wire c1_input;
    wire start_c1;
    and(c1_input, clk, start_c1);
    assign start_c1 = (cs == WAIT)? 1 : 0;
    up_counter_UB #(.W(4), .UPPER_BOUND(8)) c1(c1_input, rst, c1_out);
    always@(posedge clk or posedge rst)begin
        if(rst) cs <= A;
        else cs <= ns;
    end
    always@(cs, x, c1_out)begin
        case(cs)
            A: if(x) ns = A; else ns = B;
            B: if(x) ns = C; else ns = B;
            C: if(x) ns = A; else ns = D;
            D: ns = WAIT;
            WAIT:
                if(c1_out == 8) begin
                    if(x) ns = A;
                    else ns = B;
                end
                else ns = WAIT;
        endcase
    end
    assign y = (cs == D)? 1 : 0;
    assign increment_users = (c1_out == 7)? 1 : 0;
    up_counter #(10) c2(increment_users, rst, users_count);
endmodule
module up_counter_UB(clk, reset, counter_up);
    parameter W = 4;
    parameter UPPER_BOUND = 8;
    input clk, reset;
    output reg [W-1:0]counter_up;
    always@(posedge clk or posedge reset)begin
        if(reset)
            counter_up <= 0;
        else if(counter_up == UPPER_BOUND)
            counter_up <= 0;
        else
            counter_up <= counter_up + 1;
    end
endmodule
module up_counter(clk, reset, counter_up);
    parameter W = 4;
    input clk, reset;
    output reg [W-1:0]counter_up;
    always@(posedge clk or posedge reset)begin
        if(reset)
            counter_up <= 0;
        else
            counter_up <= counter_up + 1;
    end
endmodule
```
==> flow_metrics.tcl <==
# collected from the flow reports
set metrics [dict create \
    power_density_mw_per_mm2 708 \
    setup_repair_after_global_routing_missed_its_margin "true" \
    yosys-stat-area_um2 802 \
    critical_path.endpoint_type "output pin" \
    preCtsSetupSlack_ps 68.5 \
    insertion_delay_of_the_later_clocked_pin_in_the_worst_skew_pair_ps 630 \
    finalWorstSetupSlack_ps -118 \
    placeableCoreArea_mm2 0.00765 \
    tns_ps -118 \
    largest_net_degree_at_the_start_of_global_routing 11 \
    final.period_utilization 1.09 \
    outcome "finished with violations" \
    finClkSkew_ps 2.07 \
    drt_first_iter_violations 20 \
    worstSetupStartpointType "flop" \
    unconstrained_endpoints 26 \
    total_die_area_mm2 0.0117 \
    regArea_um2 470 \
    postSynthCellCount 70 \
    max-cap-violations 0 \
    leakage_nw 0.585 \
    synth.ff_latch_count 20 \
    number_of_antenna_violations_at_the_first_check_in_global_routing 0 \
    detailedRoute.firstPassIterationCount 3 \
    hold_class "reg -> gate" \
    filler_cell_count 826 \
    vias_per_cell 2.88 \
    detailroute.via_count 587 \
    row_count 32 \
    max_stage_delay_ps 360 \
    worst-endpoint-required_ps 1040 \
    critical_path.cell_chain "nand2_2 > nor2_2 > buf_2" \
    ys.warnings.count 3 \
    cp_data_arrival_time_ps 1160 \
    die-width_um 108 \
    ant_nets 0 \
    num_antenna_cells 0 \
    global_route.usage.total 0.0295 \
    final_util 0.167 \
    area_growth_syn_to_layout_pct 59.1 \
    maxSlewHeadroom 0.776 \
    report.power.total_uw 904 \
    finalInstanceArea_mm2 0.00128 \
    violated_checks "setup timing" \
    synth.lib_cells_used.distinct 24 \
    grt-ovfl-total 0 \
    postPlaceCellArea_mm2 0.00109 \
    vdd.ir_drop.worst_uv 1270 \
    floorplan.core_util 0.105 \
    timing_hold_violations_final 0 \
    synth_stat.cells 70 \
    unclocked_pins 13 \
    achievable-frequency_mhz 705 \
    synth_area_per_cell_um2 11.5 \
    multi_input_comb_area_um2 310 \
    cts.reportedPaths.clkPinSlew_ps 30 \
    wire_per_inst_um 8.27 \
    pin_count 14 \
    critPathSlowestCell "sky130_fd_sc_hd__dfrtp_1" \
    detail_route.drc_violations 0 \
    final_weighted_congestion_in_routability_driven_placement 0.759 \
    openroad.warnings 29 \
    tritoncts "built" \
    place_hpwl_um 1240 \
    die_y_size_um 108 \
    vias_in_the_first_global_route 650 \
    final_max_slew_viol_count 0 \
    wl_um 1690 \
    period_minus_slack_ps 1420 \
    post_route_cells_drive_above_1_share 0.245 \
    largest_fanout_on_the_critical_path 2 \
    global_route_wire_length_before_repair_um 2760 \
    synth_area_um2 802 \
    setup_viol 1 \
    worst_pin_slew_ps 335 \
    type_of_the_setup_path_with_the_least_slack "reg -> out" \
    numPortBuffers 13 \
]
registers in the layout (all words and copies together), names as in the netlist:
name           flops
ns                 3
cs                 3
c1.counter_up      4
c2.counter_up     10
worst paths after layout:
| kind | to | startpoint | depth (start not counted) | slack [ps] |
|---|---|---|---|---|
| worst max-delay path | y | cs[1] | 3 | -120 |
| worst min-delay path | clock gate | cs[0] | 2 | 210 |
| worst max register to register | c1.counter_up[2] | c1.counter_up[0] | 4 | 200 |
| max in group gated | clock gate | cs[0] | 2 | 80 |
| min in group clk0 | c1.counter_up[0] | c1.counter_up[0] | 1 | 490 |
| max in group asynchronous | cs[0] | rst | 3 | 550 |
| min in group asynchronous | c1.counter_up[2] | rst | 3 | 430 |
| worst min register to register | c1.counter_up[0] | c1.counter_up[0] | 1 | 490 |
layout make-up:
cell class	count	share of cell area
Multi-Input combinational cell	43	0.243
Clock inverter	1	0.00294
Clock buffer	13	0.132
Timing Repair Buffer	19	0.135
Tap cell	102	0.100
Sequential cell	20	0.369
Inverter	6	0.0176
stage by stage:
stage | std cells | hold WS [ps]
final | 204 | 209
after global placement | 189 | -87.4
after floorplan | 70 | -156
after detailed placement | 189 | -89.6
after global routing | 204 | 255
after CTS | 203 | 210
where the power goes:
group | internal [mW] | leakage, nW | switching, mW | total [mW]
Clock | 0.614 | 0.0941 | 0.164 | 0.779
Sequential | 0.101 | 0.238 | 0.000102 | 0.101
Combinational | 0.0109 | 0.253 | 0.0132 | 0.0241
Total | 0.726 | 0.585 | 0.178 | 0.904
cells in the final DEF (no fill, tap or decap), types with 4 or more instances in the layout:
cell type,n
sky130_fd_sc_hd__xor2_1,4
sky130_fd_sc_hd__inv_1,7
sky130_fd_sc_hd__dfrtn_1,10
sky130_fd_sc_hd__clkbuf_8,12
sky130_fd_sc_hd__xnor2_1,5
sky130_fd_sc_hd__buf_4,5
sky130_fd_sc_hd__nand2_1,4
sky130_fd_sc_hd__nor2_1,6
sky130_fd_sc_hd__clkdlybuf4s50_1,12
sky130_fd_sc_hd__dfrtp_1,7
layer usage:
metal  wire length [µm]  track usage  up-vias
li1                   -            -      291
met1                801       0.0371      278
met2                722       0.0397       18
met3                163       0.0211        0
met4                  0      0.00763        0
met5                  0            0        -
synthesized netlist by cell type (all sizes together):
master  number  share of area
o21a         1         0.0094
nand2        5          0.023
xor2         4          0.044
a21oi        2          0.012
xnor2        5          0.055
nor2         8          0.041
nor3b        1         0.0094
mux2         1          0.014
and3b        1          0.011
nand4        1         0.0078
dfrtp        7           0.22
nor4         1          0.016
o22ai        1          0.016
a21o         1         0.0094
nand3        4          0.031
or3b         1          0.011
nor3         1         0.0062
dlxtn        3          0.056
nand3b       2          0.019
ha           3          0.047
inv          7          0.033
dfrtn       10           0.31
worst max-delay path: cells and delay by family (launching register included):
| kind | cells | cell delay, ps |
|---|---|---|
| buffers and inverters | 1 | 100 |
| AND/OR/NAND/NOR | 2 | 170 |
| flip-flops | 1 | 360 |
logic make-up after synthesis:
family	synth area share
AND-OR/OR-AND	0.0468
AND/OR/NAND/NOR	0.175
flip-flops	0.530
buffers and inverters	0.0328
XOR/XNOR	0.0983
latches	0.0562
adder cells (fa/ha/maj)	0.0468
multiplexers	0.0140
timing repair:
item / 4_1_cts / 5_1_grt
pin swaps: 2 / 2
gates resized: 4 / 1
hold buffers: 1 / 0
buffers inserted: 0 / 1
setup endpoints to repair: 1 / 1
endpoints found under the hold margin: 7 / 0
Power and IR drop assume default switching activity.
