### /design/flow/config.mk
export PLATFORM = sky130hd
export DESIGN_NAME = smem
export DESIGN_NICKNAME = smem
export VERILOG_FILES = /design/flow/design.v
export SDC_FILE = /design/flow/constraint.sdc
export NUM_CORES = 4
export LEC_CHECK = 1
export CORE_UTILIZATION = 30
export SYNTH_MEMORY_MAX_BITS = 65536
### /design/flow/constraint.sdc
current_design smem

set clk_period 95.9
set clk_io_pct 0.2

create_clock -name clk0 -period $clk_period [get_ports {clk}]

set non_clock_inputs [all_inputs -no_clocks]
set_input_delay [expr $clk_period * $clk_io_pct] -clock clk0 $non_clock_inputs
set_output_delay [expr $clk_period * $clk_io_pct] -clock clk0 [all_outputs]
### /design/flow/design.v
module smem(din, addr, wr_en, rd_en, blk_select, addr_en, dout_en, clk, rst, dout, parity_out);
    parameter MEM_WIDTH = 16;
    parameter MEM_DEPTH = 1024;
    parameter ADDR_SIZE = 10;
    parameter ADDR_PIPELINE = "FALSE";
    parameter DOUT_PIPELINE = "TRUE";
    parameter PARITY_ENABLE = 1;
    input [MEM_WIDTH-1:0] din;
    input [ADDR_SIZE-1:0] addr;
    input wr_en, rd_en, blk_select, addr_en, dout_en, clk, rst;
    output [MEM_WIDTH-1:0] dout;
    output reg parity_out;
    reg [MEM_WIDTH-1:0] mem [MEM_DEPTH-1:0];
    reg [MEM_WIDTH-1:0] dout_pipelined, dout_n_pipelined;
    reg [ADDR_SIZE-1:0] addr_pipelined;
    wire [ADDR_SIZE-1:0] choosen_addr;
    always@(posedge clk)begin
        dout_pipelined <= dout_n_pipelined;
        addr_pipelined <= addr;
        if(rst)
            dout_n_pipelined <= 0;
        else if(blk_select) begin
            if(wr_en) 
                mem[choosen_addr] <= din;
            if(rd_en)
                dout_n_pipelined <= mem[choosen_addr];
        end
    end
    always@(*) begin
        if(PARITY_ENABLE)
            parity_out = (dout%2 == 0)? 1 : 0;
        else 
            parity_out = 0;
    end
    assign choosen_addr = (addr_en && (ADDR_PIPELINE == "TRUE"))? addr_pipelined : addr; 
    assign dout = (dout_en && (DOUT_PIPELINE == "TRUE"))? dout_pipelined : dout_n_pipelined;
endmodule
### /design/flow/run.sh
#!/bin/bash
# OpenROAD 26Q1-2900-gdf79404cd8, Yosys 0.63+post, stock flow scripts
make -C /OpenROAD-flow-scripts/flow DESIGN_CONFIG=/design/flow/config.mk WORK_HOME=/design/flow/orfs finish
==> flow_summary.json <==
{
  "outcome": "completed",
  "netlist_area_sq_um": 621600,
  "hp-class": "register to register",
  "final_area_sq_um": 721500,
  "hpwl_microns": 1218000,
  "synth_flops": 16420,
  "p_clk_frac": 0.421,
  "p_sw_mw": 3.137,
  "drc_errors": 0,
  "grt_pass1_vias": 338600,
  "critPathMaxStageDelay_ns": 0.92,
  "edf_count": 16380,
  "start_kind": "primary input",
  "cts_root_buf": "clkbuf_16",
  "rsz0062_at_grt": "no",
  "ff_type": "edfxtp_1",
  "cts_max_level": 7,
  "grt_usage": 0.1982,
  "first_iter_violations": 21840,
  "seq_power_share": 0.532,
  "p_comb_frac": 0.047,
  "synth_area_per_cell_sq_um": 22.20,
  "powerDensity_nw_per_um2": 20.57,
  "fp.dieW_microns": 1441,
  "switching_share": 0.2114,
  "cap_violations": 0,
  "synth_async_sr_flop_share": 0,
  "routed_wl_microns": 1937000,
  "synth_cell_types": 74,
  "fmax_mhz": 24.91,
  "clock_skew_ns": 0.1304,
  "ctsHoldBuffers": 0,
  "wl_per_cell_microns": 32.51,
  "cts_tree": "built",
  "clock-sinks": 16420,
  "leakage_nw": 222.4,
  "antenna_found_initial": 192,
  "utilization": 0.3491,
  "cp_slowest_cell": "clkdlybuf4s50_1",
  "dr.pass1.iters": 23,
  "area_growth_pct": 16.06,
  "setup_viol": 0,
  "yosysTopAreaCellShare": 0.7915,
  "drive_gt1_frac": 0.2698,
  "fin_crit_sh": 0.4186,
  "grt_max_degree": 136,
  "post_cts_resized": 0,
  "grt_pass1_wl_microns": 2650000,
  "cp_cell_sequence": "clkdlybuf4s50_1 > mux2i_1 > clkdlybuf4s50_1",
  "ios": 50,
  "grt.overflow.total": 0,
  "ys_cells": 28010,
  "port_buffers": 48,
  "yosysWarnings": 1,
  "syn_inst": 28010,
  "p_int_mw": 11.70,
  "worst_pin_slew_ns": 1.345,
  "clk_latency_ns": 1.36,
  "critPathKind": "primary input to output pin",
  "drv_slew": 0,
  "hold_viol": 0,
  "cp.required_ns": 76.72,
  "vias": 308700,
  "rows": 528,
  "finalPower_mw": 14.84,
  "arrival_ns": 20.97,
  "endpoint_kind": "output pin",
  "fin_crit_ns": 40.15,
  "numCtsBuffers": 1648,
  "yosysChipArea_sq_um": 621600,
  "top_cells_by_area": "edfxtp_1, mux4_2, mux2i_1",
  "relSlewSlack": 0.09987,
  "initial_utilization": 0.3008,
  "cp_max_fo": 16,
  "warning_count": 92,
  "gp_congestion": 0.9332,
  "cp_common_cell": "clkdlybuf4s50_1",
  "final_cell_mix": "edfxtp_1, mux4_2, buf_4",
  "ant_nets": 0,
  "fp.dieH_microns": 1441,
  "vias_per_cell": 5.182,
  "ys_seq_frac": 0.7925,
  "die-area_sq_um": 2078000,
  "tns_ns": 0,
  "ir_worst_vdd_mv": 0.01754,
  "dpl_cell_area_sq_um": 668700,
  "clockBufferDepth": 6,
  "clkTransAtPathRegs_ns": 0.06,
  "final_common_cell": "edfxtp_1",
  "core_area_sq_um": 2066000,
  "top_area_cell": "edfxtp_1",
  "cts_setup_buffers": 0
}
-- metal layers --
layer | routed length, microns | vias up | GRT usage
met5 | 20030 | - | 0.08853
met4 | 98780 | 328 | 0.08305
met3 | 465300 | 3862 | 0.2186
met2 | 841600 | 25490 | 0.2727
met1 | 511200 | 154500 | 0.1691
li1 | - | 124600 | -
-- cell usage after synthesis (6+ instances only) --
cell type  instances
edfxtp_1       16380
mux4_2          3365
mux2i_1         1506
a22oi_1         1405
nor2_1          1291
clkbuf_1         685
buf_2            654
o22ai_1          648
nand4_1          247
nand2_1          224
buf_1            205
buf_4            137
a21oi_1          136
nor4_1           131
o21ai_0          101
a22o_1            94
a31oi_1           94
a221oi_1          93
nand3_1           82
nor3_1            80
a41oi_1           59
a211oi_1          48
o211ai_1          35
mux2_2            34
o2111ai_1         33
dfxtp_1           32
buf_6             29
a311oi_1          13
and3_1            11
nor2b_1           10
o311ai_0          10
and4_1             9
a32oi_1            7
and2_1             7
o221ai_1           6
o22a_1             6
-- power by group through the flow --
stage	sequential, mW	clock [mW]	combinational [mW]
after CTS	7.89	6.32	0.688
after global routing	7.89	6.59	0.731
final	7.89	6.25	0.699
-- layout make-up --
class | instances | area [sq um]
fill | 186400 | 1345000
sequential | 16420 | 492600
multi-input combinational | 9875 | 122800
clock buffer | 2024 | 43050
tap | 27560 | 34480
timing repair buffer | 2392 | 18760
clock inverter | 877 | 8592
antenna | 429 | 1074
inverter | 4 | 22.52
-- kinds of logic after synthesis --
logic type	share of synthesized area
flip-flops	0.7925
multiplexers	0.1468
AND-OR/OR-AND	0.03253
AND/OR/NAND/NOR	0.01530
buffers and inverters	0.01289
-- flip-flops by register name, summed over array words and instances, names as in the netlist --
register,cells
mem,16384
dout_pipelined,16
dout_n_pipelined,16
-- worst paths after layout --
path	start	endpoint	slack [ns]	cells past startpoint
min reg2reg	dout_n_pipelined[11]	dout_pipelined[11]	0.55	1
min	dout_n_pipelined[11]	dout_pipelined[11]	0.55	1
max	dout_en	parity_out	55.75	3
max reg2reg	mem[404][0]	dout_n_pipelined[0]	90.27	8
-- stage by stage --
step                hold WS [ns]  cells  worst slack, ns
detailed placement        0.5751  56250            55.71
global route              0.5411  59440            55.67
floorplan                 0.3479  28010            56.58
finish                    0.5472  59580            55.75
global placement          0.5814  56250            55.80
CTS                       0.5180  59150            55.71
-- worst max-delay path: cells and delay by family --
| kind | cells | cell delay (ns) |
|---|---|---|
| multiplexers | 1 | 0.35 |
| buffers and inverters | 2 | 1.44 |
Power and IR drop assume default switching activity.
