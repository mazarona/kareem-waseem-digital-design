<file path="design/flow/config.mk">
export PLATFORM = sky130hd
export DESIGN_NAME = adder
export DESIGN_NICKNAME = adder
export VERILOG_FILES = /design/flow/design.v
export SDC_FILE = /design/flow/constraint.sdc
export NUM_CORES = 4
export LEC_CHECK = 1
export CORE_AREA = 10 10 70 70
export DIE_AREA = 0 0 80 80
</file>
<file path="design/flow/constraint.sdc">
current_design adder

set clk_period 2.8
set clk_io_pct 0.2

create_clock -name clk0 -period $clk_period [get_ports {clk}]

set non_clock_inputs [all_inputs -no_clocks]
set_input_delay [expr $clk_period * $clk_io_pct] -clock clk0 $non_clock_inputs
set_output_delay [expr $clk_period * $clk_io_pct] -clock clk0 [all_outputs]
</file>
<file path="design/flow/design.v">
module adder(a, b, clk, cin, rst, sum, cout, parity_out);
    parameter WIDTH = 4;
    parameter PIPELINE_ENABLE = 1;
    parameter USE_FULL_ADDER = 1;
    input [WIDTH-1:0] a, b;
    input clk, cin, rst;
    output [WIDTH-1:0] sum;
    output cout;
    output parity_out;
    reg [WIDTH-1:0] sum_pipelined; 
    reg cout_pipelined;
    reg [WIDTH-1:0] sum_n_pipelined; 
    reg cout_n_pipelined;
    always@(*) begin
        if(rst)
            sum_n_pipelined = 0;
        else begin
            if(USE_FULL_ADDER)
                {cout_n_pipelined, sum_n_pipelined} = a + b + cin;
            else
                {cout_n_pipelined, sum_n_pipelined} = a + b;
        end
    end
    always@(posedge clk) begin
        cout_pipelined <= cout_n_pipelined;
        sum_pipelined <= sum_n_pipelined;
    end
    assign {cout, sum} = (PIPELINE_ENABLE)? {cout_pipelined, sum_pipelined} : {cout_n_pipelined, sum_n_pipelined};
    assign parity_out = (sum%2 == 0)? 1 : 0;
endmodule
</file>
<file path="design/flow/run.sh">
#!/bin/bash
# OpenROAD 26Q1-2900-gdf79404cd8, Yosys 0.63+post, stock flow scripts
make -C /OpenROAD-flow-scripts/flow DESIGN_CONFIG=/design/flow/config.mk WORK_HOME=/design/flow/orfs finish
</file>
==> notes.md <==
The worst-case IR drop observed on VDD is 0.0851 mV. Post-synthesis, Yosys gives the total cell area as 284 um2. Yosys reports that the most numerous cell types are sky130_fd_sc_hd__dfxtp_1 (5), sky130_fd_sc_hd__inv_1 (4), sky130_fd_sc_hd__nor2b_1 (4).

Setup repair after global routing left no endpoint under its margin. The number of rows in the core area is 21, and the count of different cell masters after synthesis is 13. The endpoint kind of the worst setup timing path was a flop. At the pin with the least slew margin, the transition time is 193 ps. Per the post-synthesis stats, the area per cell is 10.5 um2. The logs give 1.69% for the met1 track demand over resource in global routing and 385 for the number of fill cells.

The run gives 16 for the number of port buffers. The run gives 35.2% for the share of the synthesized area in the top cell type. The clock passes through at most 2 buffers. The deepest level of the CTS H-tree is 1. Yosys attributes the largest share of cell area to sky130_fd_sc_hd__dfxtp_1 (35%), sky130_fd_sc_hd__fa_1 (14%), sky130_fd_sc_hd__ha_1 (13%), sky130_fd_sc_hd__nor2b_1 (8.8%), sky130_fd_sc_hd__inv_1 (5.3%). The combinational gate area was 154 um2; the number of synthesized register bits was 6.

According to the floorplan report, the die height is 80 um. Global routing used 2.14% of the available tracks. With the number of antenna violations at the first check in global routing at 0, the maximum single-stage delay on the critical path is 440 ps. After clock tree synthesis, the setup repair step added 0 buffers. 2 endpoints have no timing constraint.

The path class of the tightest hold or removal check is in2reg. Summing every instance area after synthesis gives 284 um2. The worst setup path is launched from a primary input.

The run finished with clean final reports. The full die area is 0.00640 mm2. The number of warning messages in the yosys log was 1; the required time at the worst-slack endpoint was 2920 ps. The global-route met2 utilization is 4.25%. The slowest stage of the critical path belongs to the cell sky130_fd_sc_hd__fa_1. Compared with the post-synthesis result, the final layout area differs by 85.9%. Once the floorplan was initialized, standard cells occupied 8.32% of the core. For the overflow left after global routing, the log shows 0. The routed design has 687 um of wire.

The detail-routed via count per cell was 2.58. The run reported a max-capacitance violation count of 0. TritonCTS built the clock tree. The run gives 513 MHz for the peak clock frequency supported by timing. Per the OpenROAD floorplan log, the width of the die is 80 um. The flip-flop and latch area is 115 um2. The total I/O pin count was 17. The run gives 0 for the post-route DRC violation count.

The run gives 0 for the number of nets with antenna violations after routing. The run gives 0.217 nW for the leakage power summed over all cells. The logs give 0 for the final hold violation count and 592 ps for the worst slack at placement. The most frequently used library cell after synthesis is sky130_fd_sc_hd__dfxtp_1. The tool warning count works out to 25. The first global-routing pass estimated 1050 um of wire. With the routability congestion estimate at 0.640, the post-synth tally of flip-flops with integrated enable is 0.

Worst slew margin relative to its limit: 87.1%. The number of global-route vias before repair was 247; the antenna diode count was 0. The number of cells produced by synthesis is 27.

The global routing report lists met3 layer usage as 1.14%. The ratio of final minimum period to clock period works out to 69.6%. The run gives 0 for the quantity of hold-fixing buffers added after cts. Commonest register cell after synthesis: sky130_fd_sc_hd__dfxtp_1.

After clock tree synthesis, the repair step resized 0 gates. The data arrival time reported for the critical path is 2070 ps. The non-filler instance count after layout is 93, and the number of register pins that no clock reaches is 1. The minimum clock period after layout was 1950 ps. Setup slack on the critical path of the routed design comes to 850 ps. TritonRoute output was used to compute an average wire per cell of 7.39 um. With the total clock buffers created by CTS at 3, the total cells reported by yosys after synthesis is 27. Before antenna repair, the detailed router went through 2 iterations. The floorplan step defined a core boundary enclosing 0.00342 mm2. With the clock transition at the registers of the reported paths at 40 ps, the fraction of layout instances using a drive strength above 1 is 8.51%. In the final report, the number of endpoints failing setup comes to 0. Layer with the highest usage: met2. Looking at the critical path, the highest net fanout was 2. Looking at the setup timing report, the critical path kind is in2reg. CTS placed an instance of sky130_fd_sc_hd__clkbuf_4 at the clock tree root. The final timing report lists a max-slew violation count of 0. The run gives 0 ps for the accumulated negative setup slack.

The most critical hold endpoint after final layout shows a slack of 981 ps. The iteration-0 DRC count of the detailed router was 4. The report lists the cells along the critical path as clkdlybuf4s50_1, fa_1, a21o_1, a21oi_2, mux2_1.

Looking at area per cell type in the netlist, the leader is sky130_fd_sc_hd__dfxtp_1. For this run, the share of the core covered by cells in the final layout is 15.5%. Entering global routing, the biggest net connects 7 pins.

The fraction of registers with async set or reset after synthesis was 0%. After detailed placement, the design holds a cell count of 89.

Per the detail_route report, the via count comes to 240. For this design the ratio of total power to cell area is 414 mW/mm2.
==> stage by stage <==
| stage | power (mW) | cell area [um2] |
|---|---|---|
| 2_1_floorplan | 0.103 | 284 |
| 3_3_place_gp | 0.142 | 502 |
| 3_5_place_dp | 0.142 | 502 |
| 4_1_cts | 0.225 | 528 |
| 5_1_grt | 0.239 | 528 |
| 6_report | 0.219 | 528 |
==> worst max-delay path: cells and delay by family <==
kind | cells | cell delay [ps]
AND-OR/OR-AND | 2 | 310
adder cells (fa/ha/maj) | 1 | 440
buffers and inverters | 1 | 430
multiplexers | 1 | 330
==> area by class of cell <==
cell class,count,share of cell area (%)
inverters,4,2.84
clock buffers,4,4.98
flip-flops and latches,6,21.8
repair buffers,16,30.3
well taps,46,10.9
multi-input cells,17,29.1
==> worst paths after layout <==
path,start,end,slack (ps),cells past startpoint
setup / recovery,a[0],sum_pipelined[3]$_SDFF_PP0_,850,5
hold / removal,rst,sum_pipelined[1]$_SDFF_PP0_,980,2
==> flip-flops by register name (all words and copies together) (netlist names) <==
register / count
cout_n_pipelined: 1
cout_pipelined: 1
sum_pipelined: 4
==> power by group <==
| part | switching (mW) | total, mW | internal [mW] |
|---|---|---|---|
| clock | 0.0262 | 0.0799 | 0.0537 |
| combinational | 0.0166 | 0.0559 | 0.0393 |
| sequential | 0.00216 | 0.0828 | 0.0806 |
| total | 0.0450 | 0.219 | 0.174 |
==> cells by family after synthesis <==
family                   Yosys count  share of synthesized area [%]
adder cells (fa/ha/maj)            5                           27.3
latches                            1                           5.28
AND/OR/NAND/NOR                    8                           15.4
AND-OR/OR-AND                      3                           7.49
buffers and inverters              4                           5.28
flip-flops                         5                           35.2
multiplexers                       1                           3.96
==> cells in the final DEF, fill, tap and decap left out, drive strengths merged <==
| cell | Yosys | layout |
|---|---|---|
| dfxtp | 5 | 5 |
| nor3 | 1 | 1 |
| nor2b | 4 | 4 |
| inv | 4 | 4 |
| clkdlybuf4s50 | 0 | 16 |
| ha | 3 | 3 |
| nand2b | 1 | 1 |
| dlxtn | 1 | 1 |
| a21oi | 1 | 1 |
| o21ai | 1 | 1 |
| a21o | 1 | 1 |
| clkbuf | 0 | 4 |
| mux2 | 1 | 1 |
| nor2 | 2 | 2 |
| fa | 2 | 2 |
==> per-layer routing <==
layer / vias up / wire (um)
met5: - / 0
met4: 0 / 0
met3: 0 / 93
met2: 8 / 410
met1: 107 / 182
li1: 125 / -
No activity file was given, so power comes from the tool's default toggle rates.
